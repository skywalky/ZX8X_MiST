## run.sh

```bash
#!/bin/bash
# OpenROAD 26Q1-2900-gdf79404cd8, Yosys 0.63+post, stock flow scripts
make -C /OpenROAD-flow-scripts/flow DESIGN_CONFIG=/design/flow/config.mk WORK_HOME=/design/flow/orfs finish
```

## config.mk

```make
export PLATFORM = sky130hd
export DESIGN_NAME = scandoubler
export DESIGN_NICKNAME = scandoubler
export VERILOG_FILES = /design/flow/design.v
export SDC_FILE = /design/flow/constraint.sdc
export NUM_CORES = 4
export LEC_CHECK = 1
export CORE_UTILIZATION = 40
```

## constraint.sdc

```tcl
current_design scandoubler

set clk_period 44.3
set clk_io_pct 0.2

create_clock -name clk0 -period $clk_period [get_ports {clk}]

set non_clock_inputs [all_inputs -no_clocks]
set_input_delay [expr $clk_period * $clk_io_pct] -clock clk0 $non_clock_inputs
set_output_delay [expr $clk_period * $clk_io_pct] -clock clk0 [all_outputs]
```

## design.v

```verilog
module scandoubler (
  input 	          clk,
  input            ce_2pix,
  input            scanlines,
  input            csync,
  input            v_in,
  output reg          hs_out,
  output reg          vs_out,
  output reg          v_out
);
reg [8:0] sd_col;
reg [9:0] zx_col;
reg [7:0] sync_len;
reg vs, csD;
wire h_de = (sd_col >= (2*32)) && (sd_col < 2*182);    
wire v_de = (line_cnt >= 16) && (line_cnt < 296);     
wire hs = sd_col < (2*192);
reg [9:0] line_cnt  ;
reg       line_buffer[1023:0];
reg sd_toggle;
reg sd_video;
always @(posedge clk) begin
   reg scanline;
	if (ce_2pix) begin
		csD <= csync;
		if(csync) begin
			sync_len <= 8'd0;
			vs_out <= 1'b0;
		end else begin
			if(sync_len < 255)
				sync_len <= sync_len + 8'd1;
			if(sync_len == 90) begin
				vs_out <= 1'b1;
				line_cnt <= 10'd0;
				scanline <= 0;
			end
		end
		hs_out <= hs;
		if((sd_col == 413) ||(csync && !csD && sync_len < 90)) begin
			sd_col <= 9'd0;
			scanline <= !scanline;
		end else
			sd_col <= sd_col + 9'd1;
		if(csync && !csD) begin
			sd_toggle <= !sd_toggle;
			line_cnt <= line_cnt + 10'd1;
		end
		if((csync && !csD && sync_len < 90)) begin
			zx_col <= 10'd0;
		end else 
			zx_col <= zx_col + 10'd1;
		if(zx_col[0])
			line_buffer[{sd_toggle, zx_col[9:1]}] <= v_in;
		if (scanlines & scanline)
			v_out <= 0;
		else
			v_out <= line_buffer[{!sd_toggle, sd_col}] && v_de && h_de;
	end
end
endmodule
```

==> flow_summary.toml <==
# synthesis and place-and-route metrics
[sta]
max_slew_margin = 0.336
holdWs_ns = 0.562
finClkSkew_ns = 0.0175
worst_pin_slew_ns = 0.989
hold_viol_final = 0
drv_slew = 0
min_period_ns = 11.25
setup-violations-final = 0
period_used_share = 0.254
rsz0062_at_grt = "false"
fmax_mhz = 88.9
tns_ns = 0
setup_ws_ns = 33.05

[synthesis]
synth_cell_types = 81
ys_seq_frac = 0.676
simple_gate_share = 0.114
synthArstFlopShare = 0
aoi_share = 0.0333
ys_sh_mux = 0.130
synth.most_common_cell = "nor2_1"
ys_cells = 3323
top_cells_by_area = "edfxtp_1 68%, nor2_1 8.7%, mux4_2 7.6%, mux4_1 2.7%, mux2i_1 1.8%"
synth-xor-area-share = 0.00480
avgSynthCellArea_um2 = 14.3
netlist_area_um2 = 47400
top_area_cell = "edfxtp_1"
syn_inst = 3323
top_logic_kind = "multiplexers"
synth_adder_area_share = 0.00211
edf_count = 1067
yosysWarnings = 1
yosys-top-cells-count = "1098 x nor2_1, 1067 x edfxtp_1, 164 x clkbuf_1"
ys.flops = 1067
yosys_area_um2 = 47400
top_area_frac = 0.676
ff_type = "edfxtp_1"

[setup_path]
max_stage_delay_ns = 0.59
critical_path.slowest_cell = "nor2_1"
reg2regPathDepth = 13
endpoint_kind = "flop"
required_ns = 44.68
reg2reg_slack_ns = 38.42
worstPathArrival_ns = 11.63
critPathKind = "in -> reg"
cp_max_fo = 24
path_cells = "clkdlybuf4s50_1, buf_4, nand2_1, nor2_1, nand2_2, buf_4, nor2_1"
startpoint_type = "input port"

[global_route]
grt_pass1_wl_um = 188000
grt_overflow_total = 0
antenna_found_initial = 0
first_global_vias = 28200
grtUsageTotal = 0.234
grt_max_degree = 198

[route]
drt_iter0_drc = 2296
first_pass_iters = 8
drc = 0
viasPerCell = 5.67
dr_total_vias = 27600
wl_per_cell_um = 26.2
routed_wl_um = 128000
drtAntennaViolNets = 0

[cells_and_area]
fillerInstances = 10100
syn_to_final_growth_pct = 9.43
fin_area_um2 = 51900
drive_above_1_share = 0.153

[cts]
cts_root_buffer = "clkbuf_16"
worstSkewPairLatency_ns = 0.69
clock_path_buffers = 3
cts_setup_buffers = 0
ctsResizeCount = 0
h-tree-depth = 3
cts_hold_buf = 0
clkTransAtPathRegs_ns = 0.06
numCtsBuffers = 109
cts_tree = "yes"
cts.sinks = 1067

[flow_run]
tool_warnings = 41
drv_cap = 0

[power_and_ir_drop]
fin_total_pwr_mw = 2.18
p_per_area_nw_per_um2 = 42.0
power_frac_seq = 0.515
ir_worst_vdd_v = 0.0000288
pwr-share-clk = 0.395
power_frac_comb = 0.091
power.share.switching = 0.237
power.static_leakage_nw = 15.5
p_int_mw = 1.66
switching_power_mw = 0.517

[floorplan]
core_um2 = 117000
die_y_um = 346
fp.dieW_um = 346
die_area_um2 = 120000
rows = 125
io_pins = 8
fp_util = 0.406

[min_path]
hold_class = "reg -> reg"
min_delay_path_depth = 1

[placement]
place_area_um2 = 48600
dp_hpwl_um = 71100
gp_congestion = 0.884
port_buffers = 7
dpl_worst_slack_ns = 32.35

[run_status]
outcome = "finished clean"
## metal layers
metal	routed length, um	part of all wire	track usage
met4	3780	0.030	0.0532
met1	44400	0.35	0.303
met2	57900	0.45	0.332
met3	21500	0.17	0.167
met5	136	0.0011	0.00840
## critical path, delay by kind of cell
| kind | cells | cell delay [ns] |
|---|---|---|
| buffers and inverters | 3 | 1.21 |
| and+or+nand+nor | 4 | 1.54 |
## state kept, by name, indices dropped and copies added (netlist names), named ones only
| register | count |
|---|---|
| zx_col | 10 |
| line_buffer | 1024 |
| v_out | 1 |
| sd_col | 9 |
| sd_toggle | 1 |
| sync_len | 8 |
| line_cnt | 10 |
| csD | 1 |
| hs_out | 1 |
| vs_out | 1 |
## final cells by class
| type | count | area (um^2) | share of cell area |
|---|---|---|---|
| Antenna cell | 1 | 2.50 | 0.0000482 |
| Sequential cell | 1067 | 32000 | 0.618 |
| Clock buffer | 141 | 2930 | 0.0565 |
| Tap cell | 1524 | 1910 | 0.0367 |
| Clock inverter | 57 | 334 | 0.00644 |
| Multi-Input combinational cell | 1934 | 13600 | 0.262 |
| Timing Repair Buffer | 128 | 1020 | 0.0197 |
| Inverter | 16 | 60.1 | 0.00116 |
## layout by cell type, fill, tap and decap left out, drive strengths merged, types with 17 or more instances in the layout
cell	n
nand2	119
clkinv	51
mux2	35
nor2b	24
o21ai	24
inv	17
clkbuf	141
nor2	1098
edfxtp	1067
mux2i	85
nand3	36
a22oi	43
nor3	24
buf	122
a21oi	26
mux4	210
## cells by family (layout without fill, tap and decap cells)
kind of cell,count (synthesis),count (layout)
and+or+nand+nor,1360,1360
DFF,1067,1067
muxes,330,330
buffers and inverters,322,342
AOI/OAI and AO/OA,210,210
xor gates and xnor gates,26,26
adders and majority gates,8,8
other,0,1
## power groups by stage
stage     Combinational [mW]  Sequential, mW  Clock, mW
5_1_grt                0.210            1.12      0.908
6_report               0.197            1.12      0.860
4_1_cts                0.197            1.12      0.872
## metrics by stage
stage,util,cells
after floorplan,-,3323
after global placement,0.416,4669
after detailed placement,0.416,4669
after CTS,0.444,4867
after global routing,0.444,4867
final,0.444,4868
## worst paths after layout
path | start | endpoint
hold reg to reg | flop | flop
hold / removal | flop | flop
setup reg to reg | sd_col[0] | v_out
setup / recovery | ce_2pix | line_buffer[289]
Power and IR drop assume default switching activity.
